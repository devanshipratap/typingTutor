--- design.v ---
module full_adder(sum, cout, a, b, cin);
    output sum, cout;
    input  a, b, cin;
    wire   partial_s, partial_c1, partial_c2;
    xor x0(partial_s, a, b);
    xor x1(sum, partial_s, cin);
    and a0(partial_c1, a, b);
    and a1(partial_c2, partial_s, cin);
    or  o1(cout, partial_c1, partial_c2);
endmodule  
module alu1(out, carryout, A, B, carryin, control);
    output      out, carryout;
    input       A, B, carryin;
    input [2:0] control;
    wire w1, w2, sum;
    xor xr(w1, B, control[0]);
    full_adder fa(sum, carryout, A, w1, carryin);
    logicunit lu(w2, A, B, control[1:0]);
    mux2 mx(out, sum, w2, control[2]);
endmodule  
module alu (
    output [3:0] result,
    output zero,
    input [3:0] A,
    input [3:0] B,
    input [2:0] control
    );
   wire w0, w1, w2, w3;
   alu1 a0(result[0], w0, A[0], B[0], control[0], control);
   alu1 a1(result[1], w1, A[1], B[1], w0, control);
   alu1 a2(result[2], w2, A[2], B[2], w1, control);
   alu1 a3(result[3], w3, A[3], B[3], w2, control);
   nor n(zero, result[0], result[1], result[2], result[3]);
endmodule
module logicunit(out, A, B, control);
    output      out;
    input       A, B;
    input [1:0] control;
    wire w1, w2, w3 ,w4;
    and a(w1, A, B);
    or o(w2, A, B);
    nor n(w3, A, B);
    xor x(w4, A, B);
    mux4 mux(out, w1, w2, w3, w4, control);
endmodule  
module mux2(out, A, B, control);
    parameter
        width = 1;
    output out;
    input  A, B;
    input  control;
    wire   wA, wB, not_control;
    not n1(not_control, control);
    and a1(wA, A, not_control);
    and a2(wB, B, control);
    or  o1(out, wA, wB);
endmodule  
module mux4(out, A, B, C, D, control);
    output      out;
    input       A, B, C, D;
    input [1:0] control;
    wire w1, w2;
    mux2 mux2_1(w1, A, B, control[0]);
    mux2 mux2_2(w2, C, D, control[0]);
    mux2 mux2_final(out, w1, w2, control[1]);
endmodule  
--- constraint.sdc ---
current_design alu

set clk_period 3.0
set clk_io_pct 0.2

create_clock -name clk0 -period $clk_period

set non_clock_inputs [all_inputs -no_clocks]
set_input_delay [expr $clk_period * $clk_io_pct] -clock clk0 $non_clock_inputs
set_output_delay [expr $clk_period * $clk_io_pct] -clock clk0 [all_outputs]
--- config.mk ---
export PLATFORM = sky130hd
export DESIGN_NAME = alu
export DESIGN_NICKNAME = alu
export VERILOG_FILES = /design/flow/design.v
export SDC_FILE = /design/flow/constraint.sdc
export NUM_CORES = 4
export LEC_CHECK = 1
export CORE_AREA = 10 10 70 70
export DIE_AREA = 0 0 80 80
--- run.sh ---
#!/bin/bash
# OpenROAD 26Q1-2900-gdf79404cd8, Yosys 0.63+post, stock flow scripts
make -C /OpenROAD-flow-scripts/flow DESIGN_CONFIG=/design/flow/config.mk WORK_HOME=/design/flow/orfs finish
==> impl_metrics.env <==
# source this file to load flow results
export IMPL_status="complete, no violations"
export IMPL_stdcell_count=126
export IMPL_coreArea_sq_um=3420
export IMPL_yosys_area_sq_um=487
export IMPL_power_internal_mw=0.0910
export IMPL_ys_warn_count=0
export IMPL_antenna_found_initial=0
export IMPL_synthesis_area_sq_um=487
export IMPL_die_h_microns=80
export IMPL_arrival_ns=2.35
export IMPL_routed_via_density=3.51
export IMPL_period_needed_ns=2.95
export IMPL_rsz0062_at_grt="yes"
export IMPL_crit_fanout=2
export IMPL_crit_top_cell="fa_2"
export IMPL_pwr_share_seq_pct=0
export IMPL_num_fill_cells=377
export IMPL_antenna_left=0
export IMPL_leakagePower_nw=0.405
export IMPL_p_sw_mw=0.0622
export IMPL_design_area_sq_um=848
export IMPL_cp_cell_sequence="buf_8 -> mux2i_4 -> fa_2 -> fa_2 -> xor2_2 -> xnor2_2 -> o221ai_2 -> buf_4 -> buf_6"
export IMPL_irDropWorstVdd_v=0.0000465
export IMPL_p_per_area_nw_per_um2=181
export IMPL_fin_crit_sh_pct=98.3
export IMPL_nClkBuffers=0
export IMPL_avgSynthCellArea_sq_um=9.01
export IMPL_n_antenna_cell=0
export IMPL_pwr_share_comb_pct=100.0
export IMPL_ys_cells=54
export IMPL_synthCells=54
export IMPL_flops=0
export IMPL_cts_hold_fix_buffers=0
export IMPL_grt_pass1_wl_microns=2130
export IMPL_place_ws_ns=-0.961
export IMPL_synthToLayoutAreaGrowth_pct=74.3
export IMPL_critPathCaptureType="output port"
export IMPL_io_buffers=16
export IMPL_clkPwrFrac_pct=0
export IMPL_drtIter0Drc=6
export IMPL_vias=442
export IMPL_worstPathRequired_ns=2.40
export IMPL_ioPinCount=16
export IMPL_chipWidth_microns=80
export IMPL_placed_area_sq_um=772
export IMPL_timing_fmax_mhz=339
export IMPL_total_power_mw=0.153
export IMPL_crit_slowest_cell="fa_2"
export IMPL_grt_max_degree=8
export IMPL_p_sw_share_pct=40.6
export IMPL_drv_cap=0
export IMPL_fin_ws_ns=0.0499
export IMPL_slew_headroom_pct=75.2
export IMPL_setup_viol=0
export IMPL_gp_congestion=0.799
export IMPL_drt_total_wl_microns=1210
export IMPL_dp_hpwl_microns=1070
export IMPL_row_count=21
export IMPL_slowest_delay_ns=0.36
export IMPL_wl_per_cell_microns=9.58
export IMPL_setup_tns_final_ns=0
export IMPL_ys_seq_share_pct=0
export IMPL_dp_cells=126
export IMPL_grt_ovfl_total=0
export IMPL_grt_pass1_vias=472
export IMPL_tool_warnings=38
export IMPL_start_kind="input pin"
export IMPL_chipArea_sq_um=6400
export IMPL_crit_type="in -> out"
export IMPL_fp_util_pct=14.2
export IMPL_grt_use_total_pct=3.89
export IMPL_final_hold_violation_count=0
export IMPL_maxSlewViolCount=0
export IMPL_seq_area_sq_um=0
export IMPL_layout_drive_gt1_share_pct=50.0
export IMPL_drc=0
export IMPL_tightest_slew_ns=0.369
export IMPL_logic_area_sq_um=480
export IMPL_synth_cell_types=22
export IMPL_min_path_type="in -> out"
export IMPL_drtPass1Iterations=3
[Yosys cell counts (2+ instances only)]
cell	instances	area (sq um)
a211oi_1	2	15.0
a221oi_2	2	30.0
buf_4	4	30.0
buf_6	2	22.5
fa_1	2	40.0
ha_1	8	100
inv_1	9	33.8
mux2i_1	3	30.0
nand2_1	3	11.3
nor2_1	4	15.0
xnor2_1	3	26.3
xnor2_2	2	32.5
[final timing paths]
| path | end | cells past startpoint | start |
|---|---|---|---|
| min | zero | 7 | B[0] |
| max | result[3] | 9 | B[0] |
[area by class of cell]
class	instances	area share, %
Inverter	9	3.98
Multi-Input combinational cell	39	56.6
Tap cell	46	6.78
Timing Repair Buffer	32	32.6
[critical path: cells and delay by family]
| kind | cells | cell delay (ns) |
|---|---|---|
| compound gates | 1 | 0.23 |
| xor+xnor | 2 | 0.30 |
| fa+ha+maj | 2 | 0.70 |
| buf+inv | 3 | 0.33 |
| mux | 1 | 0.17 |
[timing repair]
action	CTS	global route
resized	38	14
setup endpoints to repair	5	3
pin swaps	7	7
setup buffers	3	0
[cell families (layout without fill, tap and decap cells)]
kind of cell / count (synthesis) / count (layout) / share of synthesized area, %
multiplexers: 4 / 4 / 8.48
AND-OR/OR-AND: 9 / 9 / 18.5
adder cells (fa/ha/maj): 10 / 10 / 28.8
AND/OR/NAND/NOR: 10 / 10 / 11.1
XOR/XNOR: 6 / 6 / 15.4
buffers and inverters: 15 / 41 / 17.7
[cells in the final DEF (no fill, tap or decap), drive strengths merged, types with 2 or more instances in the layout]
cell,n
mux2i,3
fa,2
inv,9
nor2,4
a211oi,2
a221oi,2
buf,22
clkdlybuf4s50,5
dlygate4sd2,2
dlymetal6s2s,2
xnor2,5
nand2,3
ha,8
[power by group through the flow]
stage | clock (mW) | combinational [mW] | sequential (mW)
6_report | 0 | 0.153 | 0
5_1_grt | 0 | 0.168 | 0
4_1_cts | 0 | 0.152 | 0
[through the flow]
stage	util [%]	hold WS (ns)
2_1_floorplan	-	1.37
3_3_place_gp	22.6	2.33
3_5_place_dp	22.6	2.35
4_1_cts	24.1	1.87
5_1_grt	24.8	1.94
6_report	24.8	1.87
[metal layers]
metal | global-route usage [%] | vias up | wire, microns
li1 | - | 231 | -
met1 | 5.66 | 196 | 560
met2 | 5.54 | 15 | 487
met3 | 1.59 | 0 | 159
met4 | 0 | 0 | 0
met5 | 0 | - | 0
