==> design/flow/design.v <==
module comparator (
    output equals,
    input [15:0] keycode,
    input [3:0] random
    );
    wire zero = keycode[0] & ~keycode[1] & keycode[2] & ~keycode[3] & ~keycode[4] & ~keycode[5] & keycode[6];
    wire one = ~keycode[0] & keycode[1] & keycode[2] & ~keycode[3] & keycode[4] & ~keycode[5] & ~keycode[6];
    wire two = ~keycode[0] & keycode[1] & keycode[2] & keycode[3] & keycode[4] & ~keycode[5] & ~keycode[6];
    wire three = ~keycode[0] & keycode[1] & keycode[2] & ~keycode[3] & ~keycode[4] & keycode[5] & ~keycode[6];
    wire four = keycode[0] & ~keycode[1] & keycode[2] & ~keycode[3] & ~keycode[4] & keycode[5] & ~keycode[6];
    wire five = ~keycode[0] & keycode[1] & keycode[2] & keycode[3] & ~keycode[4] & keycode[5] & ~keycode[6];
    wire six = ~keycode[0] & keycode[1] & keycode[2] & ~keycode[3] & keycode[4] & keycode[5] & ~keycode[6];
    wire seven = keycode[0] & ~keycode[1] & keycode[2] & keycode[3] & keycode[4] & keycode[5] & ~keycode[6];
    wire eight = ~keycode[0] & keycode[1] & keycode[2] & keycode[3] & keycode[4] & keycode[5] & ~keycode[6];
    wire nine = ~keycode[0] & keycode[1] & keycode[2] & ~keycode[3] & ~keycode[4] & ~keycode[5] & keycode[6];
    assign equals = zero & (random == 4'b0) | one & (random == 4'b1) | two & (random == 4'b10) | three & (random == 4'b11) | four & (random == 4'b100) | five & (random == 4'b101) | six & (random == 4'b110) | seven & (random == 4'b111) | eight & (random == 4'b1000) | nine & (random == 4'b1001);
endmodule  
==> design/flow/run.sh <==
#!/bin/bash
# OpenROAD 26Q1-2900-gdf79404cd8, Yosys 0.63+post, stock flow scripts
make -C /OpenROAD-flow-scripts/flow DESIGN_CONFIG=/design/flow/config.mk WORK_HOME=/design/flow/orfs finish
==> design/flow/config.mk <==
export PLATFORM = sky130hd
export DESIGN_NAME = comparator
export DESIGN_NICKNAME = comparator
export VERILOG_FILES = /design/flow/design.v
export SDC_FILE = /design/flow/constraint.sdc
export NUM_CORES = 4
export LEC_CHECK = 1
export CORE_AREA = 10 10 70 70
export DIE_AREA = 0 0 80 80
==> design/flow/constraint.sdc <==
current_design comparator

set clk_period 3.5
set clk_io_pct 0.2

create_clock -name clk0 -period $clk_period

set non_clock_inputs [all_inputs -no_clocks]
set_input_delay [expr $clk_period * $clk_io_pct] -clock clk0 $non_clock_inputs
set_output_delay [expr $clk_period * $clk_io_pct] -clock clk0 [all_outputs]
==> impl_metrics.json <==
{
  "cp-end-kind": "primary output",
  "die_x_um": 80,
  "timing.slew.headroom": 0.786,
  "synthToLayoutAreaGrowth_pct": 98.7,
  "fin_crit_ns": 3.38,
  "grt_overflow_total": 0,
  "fin_tns_setup_ns": 0,
  "clkbuf_count": 0,
  "die-area_mm2": 0.00640,
  "final-setup-viol-count": 0,
  "final_antenna_net_count": 0,
  "cp_common_cell": "clkdlybuf4s50_1",
  "p_seq_frac": 0,
  "maxSlewViolCount": 0,
  "holdWs_ns": 2.64,
  "synth_area_um2": 195,
  "row_count": 21,
  "via_per_inst": 3.51,
  "finalInstanceArea_um2": 388,
  "ir_drop_uv": 18.5,
  "seq_cell_count": 0,
  "initCoreUtil": 0.0571,
  "cellLeakagePower_nw": 0.124,
  "crit_arrival_ns": 2.68,
  "hold_viol": 0,
  "min_path_type": "in -> out",
  "grt_first_pass_wirelength_mm": 1.27,
  "cp.required_ns": 2.80,
  "drcViolationCount": 0,
  "cts_resized": 0,
  "wl_um": 823,
  "placed_cell_area_um2": 388,
  "drive_above_1_share": 0.0698,
  "fmax_mhz": 296,
  "num_antenna_cells": 0,
  "netlist_instances": 29,
  "cp-start-kind": "primary input",
  "rsz0062_at_grt": "false",
  "pwr-share-comb": 1.000,
  "synth.yosys.seq_area_share": 0,
  "crit_type": "in -> out",
  "drt_iter0_drc": 38,
  "warning_count": 41,
  "grt_usage": 0.0236,
  "path_buffers": 2,
  "wire_per_inst_um": 9.25,
  "crit_fanout": 8,
  "slowest_stage": "clkdlybuf4s50_1",
  "firstDrtPassIters": 4,
  "largest_area_cell": "a211o_1",
  "io_buffers": 12,
  "path_cells": "clkdlybuf4s50_1 > or4_1 > o21ai_1 > a21oi_1 > nor3_2 > a211o_1 > clkdlybuf4s50_1",
  "grt_pass1_vias": 273,
  "layout_top_cell": "clkdlybuf4s50_1",
  "p_int_uw": 18.8,
  "area_leaders": "a211o_1, nand3b_1, or3_1, nand4bb_1, a21oi_1",
  "gp_congestion": 0.690,
  "synth_stat.cells": 29,
  "yosysWarnings": 0,
  "coreArea_mm2": 0.00342,
  "swShare": 0.416,
  "antenna_found_initial": 0,
  "boundaryPins": 21,
  "top_cell_area_share": 0.0897,
  "worst_slew_pin_slew_ns": 0.318,
  "dp_hpwl_um": 694,
  "post_cts_buffers": 0,
  "ys_chip_area_um2": 195,
  "period_used_share": 0.965,
  "die_y_um": 80,
  "power_frac_clock": 0,
  "postCtsHoldBufs": 0,
  "via_count": 312,
  "regArea_um2": 0,
  "cap_violations": 0,
  "syn_avg_cell_area_um2": 6.73,
  "fill_cells": 411,
  "status": "finished clean",
  "yosys.cell_types.count": 23,
  "power_density_mw_per_mm2": 82.8,
  "p_sw_uw": 13.4,
  "cpPeakStageDelay_ns": 0.52,
  "critPathTopFamily": "buffers and inverters",
  "grt_max_degree": 9
}
## layer usage
metal | vias up | part of all wire | global-route usage
li1 | 151 | - | -
met1 | 145 | 0.52 | 0.0376
met2 | 16 | 0.31 | 0.0281
met3 | 0 | 0.17 | 0.0114
met4 | 0 | 0 | 0
met5 | - | 0 | 0
## Yosys cell counts (all sizes together)
| cell type | count |
|---|---|
| a211o | 2 |
| a21oi | 2 |
| a311oi | 1 |
| and3b | 1 |
| inv | 2 |
| nand2 | 1 |
| nand2b | 1 |
| nand3 | 2 |
| nand3b | 2 |
| nand4 | 1 |
| nand4bb | 1 |
| nor2 | 1 |
| nor3 | 2 |
| nor4bb | 1 |
| o21ai | 2 |
| o22ai | 1 |
| o32ai | 1 |
| o41ai | 1 |
| or2b | 1 |
| or3 | 2 |
| or4 | 1 |
## tightest hold or removal path: stages
cell	delay (ns)
clkdlybuf4s50_1	0.60
a211o_1	0.17
clkdlybuf4s50_1	0.47
## area by class of cell
class / instances / area, µm² / share of cell area
Inverter: 2 / 7.51 / 0.0194
Multi-Input combinational cell: 27 / 188 / 0.484
Tap cell: 46 / 57.6 / 0.148
Timing Repair Buffer: 14 / 135 / 0.348
## cell families (layout without fill, tap and decap cells)
group                  count (synthesis)  after routing  synth area share
AOI/OAI and AO/OA                     10             10             0.359
and+or+nand+nor                       17             17             0.603
buffers and inverters                  2             16            0.0385
## through the flow
| stage | utilization | setup WS [ns] | std cells | total power, mW |
|---|---|---|---|---|
| finish | 0.114 | 0.122 | 89 | 0.0321 |
| global route | 0.114 | 0.0519 | 89 | 0.0347 |
| CTS | 0.114 | 0.111 | 89 | 0.0319 |
| detailed placement | 0.114 | 0.132 | 89 | 0.0316 |
| global placement | 0.114 | 0.122 | 89 | 0.0305 |
| floorplan | - | 1.19 | 29 | 0.00982 |
## power groups by stage
| stage | Combinational, mW | Sequential [mW] | Clock [mW] |
|---|---|---|---|
| 6_report | 0.0321 | 0 | 0 |
| 5_1_grt | 0.0347 | 0 | 0 |
| 4_1_cts | 0.0319 | 0 | 0 |
## worst paths after layout
path,startpoint,to,slack (ns),depth (start not counted)
hold / removal,random[0],equals,2.64,3
setup / recovery,random[0],equals,0.12,7
Power and IR drop assume default switching activity.
