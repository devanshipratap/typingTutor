File: flow/config.mk
export PLATFORM = sky130hd
export DESIGN_NAME = top
export DESIGN_NICKNAME = top
export VERILOG_FILES = /design/flow/design.v
export SDC_FILE = /design/flow/constraint.sdc
export NUM_CORES = 4
export LEC_CHECK = 1
export CORE_UTILIZATION = 50
File: flow/run.sh
#!/bin/bash
# OpenROAD 26Q1-2900-gdf79404cd8, Yosys 0.63+post, stock flow scripts
make -C /OpenROAD-flow-scripts/flow DESIGN_CONFIG=/design/flow/config.mk WORK_HOME=/design/flow/orfs finish
File: flow/constraint.sdc
current_design top

set clk_period 7.5
set clk_io_pct 0.2

create_clock -name clk0 -period $clk_period [get_ports {clk}]

set non_clock_inputs [all_inputs -no_clocks]
set_input_delay [expr $clk_period * $clk_io_pct] -clock clk0 $non_clock_inputs
set_output_delay [expr $clk_period * $clk_io_pct] -clock clk0 [all_outputs]
File: flow/design.v
module BCDToLED(seg, x);
        output [6:0] seg;
        input [3:0] x;
        assign seg[0] = (x[2] & ~x[1] & ~x[0]) | (~x[3] & ~x[2] & ~x[1] & x[0]);
        assign seg[1] = (x[2] & x[1] & ~x[0]) | (x[2] & ~x[1] & x[0]);
        assign seg[2] = (~x[2] & x[1] & ~x[0]);
        assign seg[3] = (~x[3] & ~x[2] & ~x[1] & x[0]) | (x[2] & x[1] & x[0]) | (x[2] & ~x[1] & ~x[0]);
        assign seg[4] = (x[0]) | (x[2] & ~x [1] & ~x[0]);
        assign seg[5] = (~x[3] & ~x[2] & x[0]) | (x[1] & x[0]) | (~x[2] & x[1]);
        assign seg[6] = (~x[3] & ~x[2] & ~x[1]) | (x[2] & x[1] & x[0]);
endmodule  
`timescale 1ns / 1ps
module PS2Receiver(
    input clk,
    input kclk,
    input kdata,
    output reg [15:0] keycode=0,
    output reg oflag
    );
    wire kclkf, kdataf;
    reg [7:0]datacur=0;
    reg [7:0]dataprev=0;
    reg [3:0]cnt=0;
    reg flag=0;
debouncer #(
    .COUNT_MAX(19),
    .COUNT_WIDTH(5)
) db_clk(
    .clk(clk),
    .I(kclk),
    .O(kclkf)
);
debouncer #(
   .COUNT_MAX(19),
   .COUNT_WIDTH(5)
) db_data(
    .clk(clk),
    .I(kdata),
    .O(kdataf)
);
always@(negedge(kclkf))begin
    case(cnt)
    0:; 
    1:datacur[0]<=kdataf;
    2:datacur[1]<=kdataf;
    3:datacur[2]<=kdataf;
    4:datacur[3]<=kdataf;
    5:datacur[4]<=kdataf;
    6:datacur[5]<=kdataf;
    7:datacur[6]<=kdataf;
    8:datacur[7]<=kdataf;
    9:flag<=1'b1;
    10:flag<=1'b0;
    endcase
        if(cnt<=9) cnt<=cnt+1;
        else if(cnt==10) cnt<=0;
end
reg pflag;
always@(posedge clk) begin
    if (flag == 1'b1 && pflag == 1'b0) begin
        keycode <= {dataprev, datacur};
        oflag <= 1'b1;
        dataprev <= datacur;
    end else
        oflag <= 'b0;
    pflag <= flag;
end
endmodule
module bin2led (
    output change,
    input[15:0] keycode
    );
    wire zero = keycode[0] & ~keycode[1] & keycode[2] & ~keycode[3] & ~keycode[4] & ~keycode[5] & keycode[6];
    wire one = ~keycode[0] & keycode[1] & keycode[2] & ~keycode[3] & keycode[4] & ~keycode[5] & ~keycode[6];
    wire two = ~keycode[0] & keycode[1] & keycode[2] & keycode[3] & keycode[4] & ~keycode[5] & ~keycode[6];
    wire three = ~keycode[0] & keycode[1] & keycode[2] & ~keycode[3] & ~keycode[4] & keycode[5] & ~keycode[6];
    wire four = keycode[0] & ~keycode[1] & keycode[2] & ~keycode[3] & ~keycode[4] & keycode[5] & ~keycode[6];
    wire five = ~keycode[0] & keycode[1] & keycode[2] & keycode[3] & ~keycode[4] & keycode[5] & ~keycode[6];
    wire six = ~keycode[0] & keycode[1] & keycode[2] & ~keycode[3] & keycode[4] & keycode[5] & ~keycode[6];
    wire seven = keycode[0] & ~keycode[1] & keycode[2] & keycode[3] & keycode[4] & keycode[5] & ~keycode[6];
    wire eight = ~keycode[0] & keycode[1] & keycode[2] & keycode[3] & keycode[4] & keycode[5] & ~keycode[6];
    wire nine = ~keycode[0] & keycode[1] & keycode[2] & ~keycode[3] & ~keycode[4] & ~keycode[5] & keycode[6];
    assign change = zero | one | two | three | four | five | six | seven | eight | nine;
endmodule  
module clock_divider(input clk_in, output clk_out);
    parameter
      freq = 500;
    reg [31:0] counter = 1;
    reg temp_clk = 0;
    always @ (posedge(clk_in))
    begin
        if(counter == freq)
        begin
                counter <= 1;
                temp_clk <= ~temp_clk;
        end
        else
                counter <= counter+1;
        end
        assign clk_out = temp_clk ;
endmodule
`timescale 1ns / 1ps
module debouncer(
    input clk,
    input I,
    output reg O
    );
    parameter COUNT_MAX=255, COUNT_WIDTH=8;
    reg [COUNT_WIDTH-1:0] count;
    reg Iv=0;
    always@(posedge clk)
        if (I == Iv) begin
            if (count == COUNT_MAX)
                O <= I;
            else
                count <= count + 1'b1;
        end else begin
            count <= 'b0;
            Iv <= I;
        end
endmodule
`timescale 1ns / 1ps
module decoder(
    input         clk,
    input         PS2Data,
    input         PS2Clk,
    output [15:0] keycode
);
    reg         CLK50MHZ=0;
    reg  [15:0] keycodev=0;
    wire        flag;
    always @(posedge(clk))begin
        CLK50MHZ<=~CLK50MHZ;
    end
    PS2Receiver uut (
        .clk(CLK50MHZ),
        .kclk(PS2Clk),
        .kdata(PS2Data),
        .keycode(keycode),
        .oflag(flag)
    );
endmodule
module randomNumGen (
    input clk,
    output [3:0] num
    );
    reg [3:0] count = 4'b0;
    always @ (posedge clk)
    begin
        if (count == 4'b1001)
            count <= 4'b0;
        else
            count <= count + 1;
    end
    assign num = count;
endmodule  
module register(q, d, clk, enable, reset);
    parameter
        width = 32,
        reset_value = 0;
    output reg    [(width-1):0] q;
    input  [(width-1):0] d;
    input  clk, enable, reset;
    always @(posedge clk or posedge reset)
        if (reset == 1'b1)
            q <= reset_value;
        else if (enable == 1'b1)
            q <= d;
endmodule  
module top(
    input         clk,
    input         PS2Data,
    input         PS2Clk,
    output  [6:0] seg,
    output  [3:0] an
);
  wire clk_;
    wire [3:0] num, newnum;
    wire [15:0] keycode;
    wire change;
            clock_divider #(800) c1(clk, clk_);
    decoder bs(clk, PS2Data, PS2Clk, keycode);
    randomNumGen rm(clk, newnum);
    register #(4) reg1(num, newnum, clk_, change, 1'b0);
    BCDToLED bitch(seg, num);
    bin2led b1(change, keycode);
    assign an[0] = 1'b0;
endmodule
==> impl_results.html <==
<h3>Run summary</h3>
<table>
<tr><th>Metric</th><th>Value</th></tr>
<tr><th colspan="2">Power and ir drop</th></tr>
<tr><td>Internal power component</td><td>278.7 uW</td></tr>
<tr><td>Static Leak</td><td>1.236 nW</td></tr>
<tr><td>IR Drop Worst-Case VDD</td><td>0.1275 mV</td></tr>
<tr><td>Reg power frac</td><td>58.5%</td></tr>
<tr><td>Combinational fraction of design power</td><td>1.0%</td></tr>
<tr><td>Clock network power share</td><td>40.5%</td></tr>
<tr><td>Switching part of the total power</td><td>19.68%</td></tr>
<tr><td>Power density over the cells</td><td>98.84 mW/mm2</td></tr>
<tr><td>P_sw</td><td>roughly 68 uW</td></tr>
<tr><th colspan="2">Setup path</th></tr>
<tr><td>Startpoint-to-endpoint class of the critical path</td><td>reg -&gt; reg</td></tr>
<tr><td>Buffers plus inverters on the worst setup path</td><td>0</td></tr>
<tr><td>Required time of the worst setup path</td><td>7.68 ns</td></tr>
<tr><td>Critical path capture point type</td><td>register</td></tr>
<tr><td>Worst-path fanout max</td><td>8</td></tr>
<tr><td>Element type at the critical path start</td><td>register</td></tr>
<tr><td>Max stage delay cell, worst path</td><td>sky130_fd_sc_hd__nor3_1</td></tr>
<tr><td>Data arrival time at the worst-slack endpoint</td><td>2.26 ns</td></tr>
<tr><td>Worst path cell trace</td><td>ha_1 &gt; nand3_1 &gt; nor3_1 &gt; nand4_1 &gt; xnor2_1</td></tr>
<tr><td>Top delay family on crit path</td><td>simple AND/OR/NAND/NOR gates</td></tr>
<tr><td>Delay of the slowest cell on the worst path</td><td>around 0.76 ns</td></tr>
<tr><th colspan="2">Cells and area</th></tr>
<tr><td>Area growth from synthesis to layout</td><td>7.468%</td></tr>
<tr><td>Area of all placed cells without fillers</td><td>0.003511 mm2</td></tr>
<tr><td>Share of post-route cells with drive strength above 1</td><td>about 4.2%</td></tr>
<tr><th colspan="2">Clock tree</th></tr>
<tr><td>Clock tree root buffer cell</td><td>sky130_fd_sc_hd__clkbuf_8</td></tr>
<tr><td>Number of hold-repair buffers added at the cts stage</td><td>0</td></tr>
<tr><td>Worst-case clock buffer depth</td><td>2</td></tr>
<tr><td>Number of buffers inserted during clock tree synthesis</td><td>5</td></tr>
<tr><td>Skew-Pair Late Insertion Delay</td><td>0.29 ns</td></tr>
<tr><td>TritonCTS clock tree</td><td>built</td></tr>
<tr><td>Post-CTS setup buffer count</td><td>0</td></tr>
<tr><td>Depth of the CTS H-tree</td><td>2</td></tr>
<tr><td>Resized cells post-CTS</td><td>0</td></tr>
<tr><td>CTS clock-pin slew for the worst setup and hold paths</td><td>around 0.070 ns</td></tr>
<tr><th colspan="2">Routing</th></tr>
<tr><td>Number of design-rule violations left by the first detailed-router iteration</td><td>88</td></tr>
<tr><td>Final wirelength</td><td>4.503 mm</td></tr>
<tr><td>Remaining antenna violation count after routing</td><td>0</td></tr>
<tr><td>Via count</td><td>1,977</td></tr>
<tr><td>Detailed-route DRC error count</td><td>0</td></tr>
<tr><td>Pre-Repair DR Iteration Count</td><td>4</td></tr>
<tr><td>WL/cell</td><td>11.55 um</td></tr>
<tr><td>Post-DR vias/cell</td><td>5.069</td></tr>
<tr><td>Final antenna diode count</td><td>0</td></tr>
<tr><th colspan="2">GRT</th></tr>
<tr><td>Via count of the first global-routing pass</td><td>roughly 1,800</td></tr>
<tr><td>GRT Resource Usage Total</td><td>15.23%</td></tr>
<tr><td>Wire length of the first global-routing pass</td><td>8.362 mm</td></tr>
<tr><td>Initial antenna violation count</td><td>0</td></tr>
<tr><td>Total overflow reported by the global router</td><td>0</td></tr>
<tr><td>Maximum number of pins on one net before global-route repair</td><td>24</td></tr>
<tr><th colspan="2">Synth</th></tr>
<tr><td>Area share of the largest cell type after synthesis</td><td>roughly 29%</td></tr>
<tr><td>Cells after synthesis</td><td>301</td></tr>
<tr><td>Top cells by area</td><td>sky130_fd_sc_hd__dfxtp_1 (29%), sky130_fd_sc_hd__edfxtp_1 (26%), sky130_fd_sc_hd__xnor2_1 (7.5%), sky130_fd_sc_hd__ha_1 (4.2%), sky130_fd_sc_hd__xor2_1 (4.0%)</td></tr>
<tr><td>Combined area of all synthesized cells</td><td>0.003267 mm2</td></tr>
<tr><td>Area figure in the yosys stat output</td><td>0.003267 mm2</td></tr>
<tr><td>Total cells reported by yosys after synthesis</td><td>301</td></tr>
<tr><td>Distinct cell type count of the synthesized netlist</td><td>35</td></tr>
<tr><td>Synthesis-stage register bit count</td><td>about 76</td></tr>
<tr><td>Share of synthesized area occupied by flip-flops and latches</td><td>55.15%</td></tr>
<tr><td>Yosys warns</td><td>9</td></tr>
<tr><td>Cell taking the most area after synthesis</td><td>sky130_fd_sc_hd__dfxtp_1</td></tr>
<tr><td>Average footprint of a synthesized cell</td><td>approximately 11 um2</td></tr>
<tr><th colspan="2">STA</th></tr>
<tr><td>Final cycle utilization of the critical path</td><td>27.72%</td></tr>
<tr><td>Clock tree skew after final layout</td><td>0.005222 ns</td></tr>
<tr><td>Sum Neg Setup Slack</td><td>0 ns</td></tr>
<tr><td>Worst relative slew slack</td><td>42.98%</td></tr>
<tr><td>Count of endpoints without a timing constraint</td><td>72</td></tr>
<tr><td>RSZ-0062 raised after global routing</td><td>no</td></tr>
<tr><td>Worst Max-Slew Pin Slew</td><td>0.8487 ns</td></tr>
<tr><td>F_max</td><td>481.0 MHz</td></tr>
<tr><td>Final count of negative-setup-slack endpoints</td><td>0</td></tr>
<tr><td>Shortest clock period the worst path allows after layout</td><td>2.079 ns</td></tr>
<tr><td>Hold Vio Cnt, Final</td><td>0</td></tr>
<tr><td>Number of register pins that no clock reaches</td><td>38</td></tr>
<tr><td>Pins Over Slew Limit</td><td>0</td></tr>
<tr><th colspan="2">Floorplan</th></tr>
<tr><td>Total die size</td><td>0.006861 mm2</td></tr>
<tr><td>Number of core rows</td><td>29</td></tr>
<tr><td>Area of the core</td><td>0.006314 mm2</td></tr>
<tr><td>Vert. Die Dim</td><td>82.83 um</td></tr>
<tr><td>Die Span X</td><td>a little over 80 um</td></tr>
<tr><td>Fp_density</td><td>51.74%</td></tr>
<tr><td>Top-level port count</td><td>14</td></tr>
<tr><th colspan="2">Job</th></tr>
<tr><td>Tool Warnings</td><td>31</td></tr>
<tr><td>Maximum Capacitance Violations</td><td>0</td></tr>
<tr><th colspan="2">Worst hold path</th></tr>
<tr><td>Hold/Removal Path Class</td><td>reg -&gt; reg</td></tr>
<tr><th colspan="2">Outcome</th></tr>
<tr><td>Run status</td><td>completed</td></tr>
<tr><th colspan="2">Placement</th></tr>
<tr><td>Cell Area, Placed</td><td>0.003420 mm2</td></tr>
<tr><td>Count of input and output buffers</td><td>9</td></tr>
<tr><td>HPWL after DPL</td><td>3.417 mm</td></tr>
<tr><td>Weighted congestion reported at the end of routability-driven placement</td><td>0.7996</td></tr>
</table>
per-layer routing:
| layer | GRT usage, % | share of wire, % |
|---|---|---|
| met5 | 0 | 0 |
| met4 | 1.254 | 1.2 |
| met3 | 2.119 | 2.4 |
| met2 | 22.35 | 43 |
| met1 | 27.27 | 54 |
kinds of logic (layout without fill, tap and decap cells):
group	count (synthesis)	in the layout	synth area share, %
AND-OR/OR-AND	13	13	2.260
XOR/XNOR	43	43	11.53
adder cells (fa/ha/maj)	11	11	4.213
buffers and inverters	20	29	2.757
flip-flops	76	76	55.15
multiplexers	3	3	0.9192
other	1	4	0.1148
AND/OR/NAND/NOR	134	134	23.06
placed cells by master, fill, tap and decap left out:
master	instances
sky130_fd_sc_hd__o21ai_0	6
sky130_fd_sc_hd__nand4_1	15
sky130_fd_sc_hd__nor4_2	1
sky130_fd_sc_hd__xnor2_1	28
sky130_fd_sc_hd__nor2b_1	6
sky130_fd_sc_hd__nand2_1	15
sky130_fd_sc_hd__a31o_2	1
sky130_fd_sc_hd__and2_1	13
sky130_fd_sc_hd__nand2b_1	4
sky130_fd_sc_hd__nor4bb_1	2
sky130_fd_sc_hd__dfxtp_1	48
sky130_fd_sc_hd__nand3b_1	3
sky130_fd_sc_hd__clkbuf_1	1
sky130_fd_sc_hd__nor4_1	5
sky130_fd_sc_hd__a21o_1	1
sky130_fd_sc_hd__o31ai_1	1
sky130_fd_sc_hd__nor3_4	1
sky130_fd_sc_hd__nor3b_1	1
sky130_fd_sc_hd__conb_1	4
sky130_fd_sc_hd__nor2_1	29
sky130_fd_sc_hd__and3_1	6
sky130_fd_sc_hd__ha_1	11
sky130_fd_sc_hd__clkinv_2	1
sky130_fd_sc_hd__a21oi_1	4
sky130_fd_sc_hd__or2_2	2
sky130_fd_sc_hd__xor2_1	15
sky130_fd_sc_hd__clkbuf_8	6
sky130_fd_sc_hd__nand3_1	15
sky130_fd_sc_hd__edfxtp_1	28
sky130_fd_sc_hd__nor3_1	7
sky130_fd_sc_hd__inv_1	12
sky130_fd_sc_hd__clkdlybuf4s50_1	9
sky130_fd_sc_hd__nor4b_1	2
sky130_fd_sc_hd__or4_4	1
sky130_fd_sc_hd__and4_1	5
sky130_fd_sc_hd__mux2i_1	3
sky130_fd_sc_hd__or4_1	1
synthesized netlist by cell type, drive strengths merged:
master   n
dfxtp   48
nor2    29
edfxtp  28
xnor2   28
nand2   15
nand3   15
nand4   15
xor2    15
and2    13
inv     12
ha      11
nor3     8
and3     6
nor2b    6
nor4     6
o21ai    6
and4     5
a21oi    4
buf      4
clkbuf   4
nand2b   4
mux2i    3
nand3b   3
nor4b    2
nor4bb   2
or2      2
or4      2
a21o     1
a31o     1
conb     1
nor3b    1
o31ai    1
per-stage QoR:
stage	cells	setup slack, ns	hold WS (ns)	power [mW]	util, %
2_1_floorplan	304	5.653	0.4200	0.2108	-
3_3_place_gp	382	5.418	0.4354	0.2112	54.16
3_5_place_dp	382	5.401	0.4467	0.2111	54.16
4_1_cts	390	5.409	0.4647	0.3524	55.61
5_1_grt	390	5.082	0.5027	0.3621	55.61
6_report	390	5.421	0.4579	0.3470	55.61
cell type report:
class	instances	area, um2
fillers	549	2803
flip-flops and latches	76	1802
multi-input cells	208	1386
well taps	77	96.34
repair buffers	9	90.09
clock buffers	7	86.33
inverters	12	45.04
clock inverters	1	5.005
registers in the layout, indices dropped and copies added (netlist names), 4 cells and up:
name and count:
bs.uut.db_data.count 5, bs.uut.db_clk.count 5, bs.uut.datacur 7, reg1.q 4, c1.counter 32, bs.uut.keycode 7, rm.count 4, bs.uut.cnt 4
worst paths after layout:
kind,from,end,slack [ns],depth (start not counted)
max,c1.counter[0]$_SDFF_PN1_,c1.counter[24]$_SDFF_PN0_,5.42,5
min,c1.counter[0]$_SDFF_PN1_,c1.counter[0]$_SDFF_PN1_,0.46,1
max reg2reg,c1.counter[0]$_SDFF_PN1_,c1.counter[24]$_SDFF_PN0_,5.42,5
min reg2reg,c1.counter[0]$_SDFF_PN1_,c1.counter[0]$_SDFF_PN1_,0.46,1
power groups by stage:
stage                 combinational (mW)  sequential, mW  clock (mW)
after CTS                        0.00352           0.203       0.146
after global routing             0.00408           0.203       0.155
final                            0.00344           0.203       0.141
Power figures rest on the tool's default switching activity, not on a simulated workload.
